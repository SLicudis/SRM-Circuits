## flow/run.sh

```bash
#!/bin/bash
# OpenROAD 26Q1-2900-gdf79404cd8, Yosys 0.63+post, stock flow scripts
make -C /OpenROAD-flow-scripts/flow DESIGN_CONFIG=/design/flow/config.mk WORK_HOME=/design/flow/orfs finish
```

## flow/config.mk

```make
export PLATFORM = sky130hd
export DESIGN_NAME = matrix_video
export DESIGN_NICKNAME = matrix_video
export VERILOG_FILES = /design/flow/design.v
export SDC_FILE = /design/flow/constraint.sdc
export NUM_CORES = 4
export LEC_CHECK = 1
export CORE_UTILIZATION = 30
```

## flow/constraint.sdc

```tcl
current_design matrix_video

set clk_period 17.2
set clk_io_pct 0.2

create_clock -name clk0 -period $clk_period [get_ports {clk}]

set non_clock_inputs [all_inputs -no_clocks]
set_input_delay [expr $clk_period * $clk_io_pct] -clock clk0 $non_clock_inputs
set_output_delay [expr $clk_period * $clk_io_pct] -clock clk0 [all_outputs]
```

## flow/design.v

```verilog
module matrix_video(
    input [29:0] address,
    input [31:0] data_in,
    input clk, we,
    output [15:0] to_matrix,
    output [3:0] matrix_col_sel
);
    reg [15:0] buffer [15:0];
    reg [15:0] vmem [15:0];
    reg [3:0] cpointer = 0;
    int i;
    always_ff @(posedge clk) begin
        if(we) begin
            if((address[3])) begin
                for(i = 0; i <= 32; i = i + 1) vmem[i] <= buffer[i];
            end else begin buffer[{address[2:0], 1'b0}] <= data_in[31:16]; buffer[{address[2:0], 1'b1}] <= data_in[15:0]; end
        end
    end
    always_ff @(posedge clk) begin
        cpointer <= cpointer + 1;
    end
    assign matrix_col_sel = cpointer;
    assign to_matrix = {
        vmem[15][15-cpointer],
        vmem[14][15-cpointer],
        vmem[13][15-cpointer],
        vmem[12][15-cpointer],
        vmem[11][15-cpointer],
        vmem[10][15-cpointer],
        vmem[9][15-cpointer],
        vmem[8][15-cpointer],
        vmem[7][15-cpointer],
        vmem[6][15-cpointer],
        vmem[5][15-cpointer],
        vmem[4][15-cpointer],
        vmem[3][15-cpointer],
        vmem[2][15-cpointer],
        vmem[1][15-cpointer],
        vmem[0][15-cpointer]
    };
endmodule : matrix_video
```

==> job_summary.md <==
## Implementation flow summary

| Metric | Value |
|---|---|
| Slowest CP cell | `dfxtp_2` |
| CP Capture Type | `primary output` |
| Max_slew headroom | `46.15%` |
| Number of H-tree levels | `2` |
| Die area | `slightly below 60000 sq um` |
| Int Power | `about 2.0 mW` |
| CTS tree | `built` |
| Synth Warn # | `2` |
| Fraction of registers with async set/reset | `0%` |
| Hold WC Path Type | `reg2reg` |
| Post-synthesis cell count | `around 670` |
| Static Leak | `6.345 nW` |
| GP Congestion | `roughly 0.77` |
| PD cells | `119.7 nW/um^2` |
| WP data required | `~14000 ps` |
| Top Layer Used | `met5` |
| Row count | `88` |
| Mapped cell area | `17510 sq um` |
| Initial DRC Count | `393` |
| Vias per cell | `4.269` |
| Drt pass-1 iters | `4` |
| Yosys cell count | `around 670` |
| Crit start category | `flip-flop` |
| Flop pwr share | `57.2%` |
| Share of layout cells above drive strength 1 | `a little under a fifth` |
| CTS buffer count | `45` |
| PortBufs | `57` |
| Hold Path Cell Cnt | `0` |
| Cell Type Count | `24` |
| Most used cell, CP | `buf_4` |
| Yosys chip area | `17510 sq um` |
| Area grow syn2layout | `17.68%` |
| CTS resizes | `0` |
| WL met1 | `11060 um` |
| Fin Setup TNS | `0 ps` |
| Late-Pin Clk Latency | `560 ps` |
| CP Cell Sequence | `buf_4, buf_4, mux4_1, a22oi_1, nand2_1, clkdlybuf4s50_1` |
| Max Clock Freq | `0.1452 GHz` |
| All-Layer GR Usage | `11.15%` |
| Die Ht | `243.6 um` |
| Crit. path cell count | `6` |
| Hold Violations, Final | `0` |
| Worst R2R Path Depth | `4` |
| First-pass GRT wire length | `45320 um` |
| Slew Viols, Final | `0` |
| Comb power frac | `1.8%` |
| Avg Cell Area, Syn | `approximately 26 sq um` |
| Drt total wl | `roughly 31000 um` |
| Postcts setup bufs | `0` |
| RSZ-0062 raised after global routing | `false` |
| Switching power | `0.4578 mW` |
| Largest net degree at the start of global routing | `65` |
| Net Sw Frac | `between 15 and 20%` |
| Final setup fails | `0` |
| WS Path Type | `reg2out` |
| Max_cap viols | `0` |
| Core Box Area | `57700 sq um` |
| Routed met2 length | `14890 um` |
| Worst Skew | `15.67 ps` |
| Floorplan utilization | `30.35%` |
| CP max FO | `34` |
| Vias | `6737` |
| Arr. time, crit path | `between 3000 and 4000 ps` |
| DR WL/cell | `19.38 um` |
| Total gr overflow | `0` |
| # DRC | `0` |
| Ys flop type | `edfxtp_1` |
| Ports | `84` |
| Cts hold-fix bufs | `0` |
| Number of synthesized flops with an enable pin | `512` |
| Synth Register Bits | `516` |
| Clock Sinks | `516` |
| Actual slew at the worst max-slew pin | `807.8 ps` |
| Clock root buffer | `clkbuf_16` |
| Die Wd | `243.6 um` |
| Crit path time final | `6888 ps` |
| Slowest cell delay on critical path | `roughly 570 ps` |
| Number of global-route vias before repair | `7190` |
| Critical path buffers and inverters | `3` |
| Final HPWL DP | `~18000 um` |
| OpenROAD warnings | `51` |
| DR WL met3 | `between 3000 and 4000 um` |
| Delay-heaviest family, CP | `buffers and inverters` |
| Antenna viol nets, final | `0` |
| Final period util | `40.05%` |
| Initial antenna violation count | `4` |
| Worst-path clk slew | `~60 ps` |
| Status | `finished clean` |
| Worst VDD drop | `0.00006114 V` |
| Clk pwr share | `41.0%` |
| Post-synthesis sequential area ratio | `88.25%` |
| Post-Route Utilization | `35.72%` |
| Max Buffers Root-to-Sink | `3` |
[cells in the mapped netlist (2+ instances only)]
cell,instances,area (sq um)
dfxtp_1,4,80.08
buf_2,7,35.03
nand2b_1,2,12.51
nor2_1,7,26.28
and2_1,2,12.51
buf_6,2,22.52
a22oi_1,32,240.2
nor3_1,2,10.01
mux4_1,10,262.8
edfxtp_1,512,15370
clkbuf_1,8,30.03
nand2_1,17,63.81
buf_12,2,40.04
mux4_2,54,1216
nor2b_1,2,12.51
[worst reg2reg max path: stages, from the launching register on]
cell     delay, ps
dfxtp_2        570
buf_4          410
buf_4          530
nand3_1        190
xnor2_1        160
[power groups by stage]
stage	Clock (mW)	Sequential, mW	Combinational [mW]
4_1_cts	1.04	1.41	0.0452
5_1_grt	1.09	1.41	0.0477
6_report	1.01	1.41	0.0436
[per-stage QoR]
stage | cell area [sq um] | hold slack, ps | std cells | setup WS [ps] | total power [mW]
floorplan | 17510 | 400.3 | 672 | 7326 | 1.459
global placement | 19110 | 400.2 | 1493 | 10450 | 1.481
detailed placement | 19110 | 404.5 | 1493 | 10320 | 1.484
CTS | 20600 | 414.9 | 1576 | 10180 | 2.493
global route | 20600 | 417.7 | 1576 | 10120 | 2.546
finish | 20610 | 413.4 | 1578 | 10310 | 2.466
[registers in the layout, summed over array words and instances, names as in the netlist]
register / count
buffer: 256
vmem: 256
cpointer: 4
[worst paths after layout]
check	from	endpoint	slack, ps
setup / recovery	cpointer[1]	to_matrix[0]	10310
hold reg to reg	buffer[1][2]	vmem[2][2]	410
setup reg to reg	cpointer[1]	cpointer[3]	15230
hold / removal	buffer[1][2]	vmem[2][2]	410
[cells by family after synthesis]
kind of cell,count (synthesis),synth area share (%)
buffers and inverters,22,0.8572
AND/OR/NAND/NOR,35,0.9073
AND-OR/OR-AND,32,1.372
XOR/XNOR,2,0.1000
flip-flops,516,88.25
adder cells (fa/ha/maj),1,0.07143
multiplexers,64,8.445
[routing by layer]
layer / up-vias / track usage, %
met1: 3374 / 13.60
met3: 50 / 7.153
met2: 269 / 17.24
met4: 2 / 2.353
met5: - / 0
li1: 3042 / -
[layout by cell type, fill, tap and decap left out, drive strengths merged, types with 2 or more instances in the layout]
master         instances
clkbuf                54
nor3                   2
bufinv                 6
edfxtp               512
clkdlybuf4s50         57
mux4                  64
buf                   20
diode                  2
a22oi                 32
dfxtp                  4
inv                    2
nand2                 17
clkinvlp               3
nor2                   7
and2                   2
nor2b                  2
nand2b                 2
clkinv                19
[cell type report]
class                           instances  area (sq um)
Fill cell                            5211         37090
Sequential cell                       516         15460
Multi-Input combinational cell        134          1966
Clock buffer                           54          1202
Tap cell                              765         957.2
Timing Repair Buffer                   77         720.7
Clock inverter                         29         295.3
Antenna cell                            2         5.005
Inverter                                1         3.754
Power is estimated from default activity; no workload was simulated.
