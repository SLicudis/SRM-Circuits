$ cat design/flow/config.mk
export PLATFORM = sky130hd
export DESIGN_NAME = video
export DESIGN_NICKNAME = video
export VERILOG_FILES = /design/flow/design.v
export SDC_FILE = /design/flow/constraint.sdc
export NUM_CORES = 4
export LEC_CHECK = 1
export CORE_UTILIZATION = 40
$ cat design/flow/constraint.sdc
current_design video

set clk_period 17.2
set clk_io_pct 0.2

create_clock -name clk0 -period $clk_period [get_ports {clk}]

set non_clock_inputs [all_inputs -no_clocks]
set_input_delay [expr $clk_period * $clk_io_pct] -clock clk0 $non_clock_inputs
set_output_delay [expr $clk_period * $clk_io_pct] -clock clk0 [all_outputs]
$ cat design/flow/design.v
module video(
    input [29:0] address,
    input [31:0] data_in,
    input clk, we,
    output to_vram,
    output [7:0] vram_addr
);
    reg [15:0] buffer [15:0];
    reg [15:0] vmem [15:0];
    reg [7:0] pointer = 0;
    int i;
    always_ff @(posedge clk) begin
        if(we) begin
            if((address[3])) begin
                for(i = 0; i <= 32; i = i + 1) vmem[i] <= buffer[i];
            end else begin buffer[{address[2:0], 1'b0}] <= data_in[31:16]; buffer[{address[2:0], 1'b1}] <= data_in[15:0]; end
        end
    end
    always_ff @(posedge clk) begin
        pointer <= pointer + 1;
    end
    assign vram_addr = pointer;
    assign to_vram = vmem[pointer[7:4]][15-pointer[3:0]];
endmodule : video
$ cat design/flow/run.sh
#!/bin/bash
# OpenROAD 26Q1-2900-gdf79404cd8, Yosys 0.63+post, stock flow scripts
make -C /OpenROAD-flow-scripts/flow DESIGN_CONFIG=/design/flow/config.mk WORK_HOME=/design/flow/orfs finish
==> impl_metrics.py <==
# Generated from Yosys and OpenROAD reports
metrics = {
    "run_status": {
        "outcome": "complete, no violations",
    },
    "timing": {
        "final_max_slew_viols": 0,
        "max-slew-margin-rel_pct": 34.38,
        "finalWorstPathRequiredPeriod_ns": 7.940,
        "post_route_clock_period_utilization_pct": 46.16,
        "totalNegativeSetupSlack_ns": 0,
        "clock_skew_ns": 0.006011,
        "hold_viol": 0,
        "grt_setup_unrepaired": "false",
        "setup_violations": 0,
        "clock.fmax_ghz": 0.1259,
        "max_slew.worst_pin.slew_ns": 0.9833,
    },
    "global_route": {
        "via_count_of_the_first_global_routing_pass": 9383,
        "grt.overflow.total": 0,
        "grt_max_degree": 61,
        "grt_pass1_wl_um": 59970,
        "groute.usage.overall_pct": 19.71,
        "antenna_found_initial": 0,
    },
    "floorplanning": {
        "placement_rows": 78,
        "ios": 73,
        "core_util_floorplan_pct": 40.43,
        "die_width_um": 215.9,
        "core-area_um2": 45280,
        "die_height_um": 215.9,
        "die_area_um2": 46630,
    },
    "routing": {
        "avgRoutedWirePerCell_um": 24.83,
        "vias_per_cell": 5.372,
        "dr.pass1.iters": 5,
        "ant_nets": 0,
        "num_antenna_cells": 0,
        "drtIter0Drc": 545,
        "finalWirelength_um": 40890,
        "drt_drc_violations_left": 0,
        "num_vias": 8848,
    },
    "logic_synthesis": {
        "enable_flop_cells": 512,
        "synth_chip_area_um2": 18310,
        "yosysCellCount": 919,
        "ys_seq_share_pct": 84.85,
        "synth-main-ff-cell": "sky130_fd_sc_hd__edfxtp_1",
        "synth_warnings": 2,
        "synth-async-reset-ratio_pct": 0,
        "average_size_of_a_mapped_cell_um2": 19.92,
        "ys_ff": 520,
        "yosys.cell_types.count": 66,
        "synth_cells": 919,
        "syn_area_um2": 18310,
    },
    "setup_path": {
        "cp_data_arrival_time_ns": 4.50,
        "timing.critical_path.slowest_cell_delay_ns": 0.65,
        "critical_path.endpoint_type": "primary output",
        "rr_worst_depth": 4,
        "critPathLaunchType": "flip-flop",
        "critical_path.max_fanout": 42,
        "worst_path_max_delay_cell": "sky130_fd_sc_hd__dfxtp_4",
        "kind_of_critical_path": "flip-flop to primary output",
        "crit_path_cell_trace": "buf_4, nor2b_1, buf_4, a22oi_1, o21ai_0, a221oi_1, a22o_1, a22oi_1, o32a_1, clkdlybuf4s50_1",
        "crit_required_ns": 13.76,
    },
    "placed_design": {
        "placement.io_buffers": 46,
        "dp_cells": 1554,
        "gp_congestion": 0.8742,
        "post-dp-hpwl_um": 22820,
    },
    "cells_and_area": {
        "fillers": 3712,
        "instances_no_fill": 1647,
        "logic_area_um2": 2551,
        "post_route_cells_drive_above_1_share_pct": 14.14,
        "seqCellArea_um2": 15540,
        "area.growth.synth_to_final_pct": 16.95,
    },
    "cts": {
        "clkTransAtPathRegs_ns": 0.06,
        "numCtsBuffers": 50,
        "postCtsSetupRepairBufs": 0,
        "cts-htree-levels": 2,
        "post_cts.resized_instances": 0,
        "numClockSinks": 520,
        "cts-root-buf": "sky130_fd_sc_hd__clkbuf_16",
        "cts.path.max_buffers": 3,
        "tritoncts": "built",
        "cts.hold.buffers_added": 0,
        "clock_insertion_delay_worst_skew_ns": 0.58,
    },
    "run": {
        "max_cap_viol_count": 0,
        "log.warning_count": 51,
    },
    "hold_path": {
        "holdCritPathClass": "flip-flop to flip-flop",
        "worst_hold_path.num_cells": 0,
    },
    "power": {
        "cellPowerDensity_nw_per_um2": 124.4,
        "power.leakage_nw": 6.654,
        "irDropWorstVdd_mv": 0.08106,
    },
}
[routing by layer]
metal | GRT usage [%] | vias to the layer above | part of all wire, %
li1 | - | 3920 | -
met1 | 25.01 | 4272 | 35
met2 | 28.22 | 574 | 46
met3 | 14.41 | 76 | 16
met4 | 4.413 | 6 | 2.6
met5 | 3.542 | - | 0.44
[worst max-delay path: cells and delay by family, from the launching register on]
family                 cells  cell delay, ns
buffers and inverters      3            1.37
AND/OR/NAND/NOR            1            0.58
AND-OR/OR-AND              6            1.27
flip-flops                 1            0.65
[where the power goes]
| part | switching (mW) | internal, mW | total [mW] |
|---|---|---|---|
| clock | 0.452 | 0.751 | 1.20 |
| combinational | 0.0301 | 0.0109 | 0.0410 |
| sequential | 0.00491 | 1.42 | 1.42 |
[logic make-up after synthesis]
kind of cell,Yosys count,synth area share [%]
AND-OR/OR-AND,173,7.087
XOR/XNOR,6,0.2870
adder cells (fa/ha/maj),1,0.06833
buffers and inverters,51,1.531
flip-flops,520,84.85
multiplexers,44,2.645
AND/OR/NAND/NOR,124,3.533
[registers in the layout, summed over array words and instances, names as in the netlist]
| register | count |
|---|---|
| buffer | 256 |
| vmem | 256 |
| pointer | 8 |
[cell usage in the layout (no fill, tap or decap), drive strengths merged, types with 6 or more instances in the layout]
cell | Yosys | final
buf | 33 | 32
a32oi | 17 | 17
inv | 8 | 8
a31oi | 8 | 8
o21ai | 33 | 33
nand2 | 21 | 21
o22ai | 8 | 8
mux2 | 12 | 12
bufinv | 0 | 13
and2 | 6 | 6
nand3 | 16 | 16
a22o | 20 | 20
a22oi | 15 | 15
nor2 | 28 | 28
nand2b | 7 | 7
clkinv | 0 | 24
clkbuf | 10 | 54
edfxtp | 512 | 512
mux2i | 30 | 30
clkdlybuf4s50 | 0 | 46
nor2b | 17 | 17
nor3 | 13 | 13
a311oi | 6 | 6
dfxtp | 8 | 8
a21oi | 18 | 18
[cell type report]
type                       count  area share (%)
clock buffer                  54           6.211
clock inverter                39           2.372
inverter                       8          0.1402
multi-input combinational    348           11.91
sequential                   520           72.58
tap                          600           3.506
timing repair buffer          78           3.272
[metrics by stage]
step / hold WS, ns / power (mW) / worst slack, ns / utilization, % / instance area, um2
after global placement: 0.4000 / 1.488 / 9.856 / 43.23 / 19580
after floorplan: 0.4003 / 1.468 / 7.326 / - / 18310
after detailed placement: 0.4045 / 1.490 / 9.855 / 43.23 / 19580
after global routing: 0.4164 / 2.739 / 9.037 / 47.29 / 21410
final: 0.4102 / 2.664 / 9.260 / 47.29 / 21410
after CTS: 0.4125 / 2.685 / 9.222 / 47.29 / 21410
[path summary, 6_finish.rpt]
path                                    end  slack (ns)         start
worst min-delay path            vmem[14][2]        0.41  buffer[7][2]
worst min register to register  vmem[14][2]        0.41  buffer[7][2]
worst max-delay path                to_vram        9.26    pointer[6]
worst max register to register   pointer[6]       14.90    pointer[5]
[cells in the mapped netlist (8+ instances only)]
cell type	n	area share, %
sky130_fd_sc_hd__a21oi_1	18	0.49
sky130_fd_sc_hd__a22o_1	20	0.96
sky130_fd_sc_hd__a22oi_1	15	0.62
sky130_fd_sc_hd__a31oi_1	8	0.27
sky130_fd_sc_hd__a32oi_1	17	0.81
sky130_fd_sc_hd__buf_2	20	0.55
sky130_fd_sc_hd__clkbuf_1	10	0.21
sky130_fd_sc_hd__dfxtp_1	8	0.87
sky130_fd_sc_hd__edfxtp_1	512	84
sky130_fd_sc_hd__mux2_2	10	0.62
sky130_fd_sc_hd__mux2i_1	30	1.6
sky130_fd_sc_hd__nand2_1	21	0.43
sky130_fd_sc_hd__nand3_1	16	0.44
sky130_fd_sc_hd__nor2_1	26	0.53
sky130_fd_sc_hd__nor2b_1	17	0.58
sky130_fd_sc_hd__nor3_1	13	0.36
sky130_fd_sc_hd__o21ai_0	32	0.87
sky130_fd_sc_hd__o22ai_1	8	0.27
Power and IR drop assume default switching activity.
