<file path="./design.v">
module icache(
    input clk,
    input req,
    input we,
    input [23:0] addr,
    input [23:0] dw_addr,
    input [31:0] din,
    input jmp,
    input [23:0] jmp_addr,
    output [23:0] addr_out,
    output reg [31:0] dout,
    output fetch
);
reg [14:0] tag [15:0];
reg [31:0] cache [255:0];
logic miss;
logic [7:0] cache_addr;
reg [3:0] low_pointer = 0;
reg stall;
logic cache_we;
initial begin
    dout = 0;
end
reg jms = 0;
always_ff @(posedge clk) begin
    if(!stall) jms <= jmp;
    if(jmp || fetch) dout <= cache[cache_addr];
    else dout <= cache[cache_addr + 1];
    if(cache_we) begin
        cache[cache_addr] <= din;
    end
end
always_comb begin
    cache_we = miss;
    if({1'b1, addr[23:10]} == tag[addr[9:6]]) begin
        miss = 0;
    end else begin
        miss = req && 1;
    end
    if(miss) cache_addr = {((jmp || jms) ? jmp_addr[9:6] : addr[9:6]), low_pointer};
    else cache_addr = jmp ? jmp_addr[9:2] : addr[9:2];
end
always_ff @(posedge clk) begin
    stall <= miss;
    if(miss) begin
        low_pointer <= low_pointer + 1;
        if(low_pointer == 15) begin
            tag[jmp ? jmp_addr : addr[9:6]] <= {1'b1, ((jmp || jms) ? jmp_addr[23:10] : addr[23:10])};
        end
    end
    if(!req && we && !miss) begin
        tag[dw_addr[9:6]] <= 0;
    end
end
assign addr_out = {addr[23:6], low_pointer, 2'b00};
assign fetch = miss || stall;
endmodule
</file>
<file path="./run.sh">
#!/bin/bash
# OpenROAD 26Q1-2900-gdf79404cd8, Yosys 0.63+post, stock flow scripts
make -C /OpenROAD-flow-scripts/flow DESIGN_CONFIG=/design/flow/config.mk WORK_HOME=/design/flow/orfs finish
</file>
<file path="./config.mk">
export PLATFORM = sky130hd
export DESIGN_NAME = icache
export DESIGN_NICKNAME = icache
export VERILOG_FILES = /design/flow/design.v
export SDC_FILE = /design/flow/constraint.sdc
export NUM_CORES = 4
export LEC_CHECK = 1
export CORE_UTILIZATION = 30
export SYNTH_MEMORY_MAX_BITS = 65536
</file>
<file path="./constraint.sdc">
current_design icache

set clk_period 1089.7
set clk_io_pct 0.2

create_clock -name clk0 -period $clk_period [get_ports {clk}]

set non_clock_inputs [all_inputs -no_clocks]
set_input_delay [expr $clk_period * $clk_io_pct] -clock clk0 $non_clock_inputs
set_output_delay [expr $clk_period * $clk_io_pct] -clock clk0 [all_outputs]
</file>
==> notes.md <==
flow finished, numbers: endpoints failing hold 0, drc violations 0, Hold Path End jms, most frequent cells after synthesis edfxtp_1, nand2_1, nand3_1, antenna violations before repair 125, kind of critical path input pin to primary output, Hold Path Class flip-flop to flip-flop, area fraction in and, or, nand and nor cells 10.62%, Worst VDD drop 0.001448 mV, xor+xnor area frac 0.06838%, drt first pass iters 6, Slew Limit Headroom 18.49%, CP required 871.76 ns, ys cells 26600, highest routing layer actually used met5, wire length on met3 283700 µm, WL/cell 30.79 µm, placed inst area 381100 µm², Crit. End Element primary output, worst path arrival time 222.91 ns, register area share after synthesis 71.56%, H-tree lvl count 6, CTS root buf clkbuf_16, CTS tree yes, Final setup viols 0, met2 wire len 562600 µm, Syn Area/Cell 13.35 µm², Synth Instances 26600, ys async rst share 0%, GRT Util Overall 23.45%, Vias 243000, Die H 1090 µm, CP dominant cell by count buf_4, tool warnings 86, reg2reg start tag[9][7], DR vias/cell 5.596, Crit path largest cell delay 0.76 ns, vias in the first global route 248900, Reg2Reg Capture Point dout[12], Fillers 109500, flip-flops with a built-in enable 8437, Port Buffers 140, mux share 5.502%, post-detail-place hpwl 784400 µm, postcts setup bufs 0, status finished clean, clock network latency to the later pin of the worst-skew pair 1.18 ns, PD cells 1.833 nW/µm², Largest type area fraction 71.37%, share of cells above drive strength 1 12.59%, compound-cell area share of the yosys netlist 9.814%, Ports 165, chip area 1188000 µm², fmax 0.002268 GHz, Dominant Register Cell edfxtp_1, synth warn 1, Yosys Chip Area 355000 µm², min-delay src stall, final worst-path cycle share 40.46%, startpoint types input pin, 1st-iter DRT viols 18930, Post-CTS Hold Fix Bufs 0, final wirelength 1337000 µm, Register-to-Register Path Depth 31, post-cts resize count 0, Reg area 254000 µm², unrepaired setup endpoints after global routing no, synthesized area 355000 µm², CTS Buf Count 841, setup slack, reg-to-reg 1077.34 ns, number of antenna-violating nets in the routed design 0, placer congestion estimate 0.9441, GRT overflow 0, DIE WIDTH 1090 µm, Lkg Pwr 132.9 nW, Adder-Cell Fraction of Synth Area 0.01762%, TritonCTS sink count 8470, Pins Over Slew Limit 0, Initial Utilization 30.09%, dominant cell by count in the synthesized netlist edfxtp_1, Clock transition at path regs 0.06 ns, Distinct lib cells used 82, clk buf depth 5, final setup TNS 0 ns, Layout area overhead 14.92%, Design Power 0.7478 mW, master of the slowest instance on the critical path nor2b_1, global-route wire length before repair 1851000 µm, Main logic family simple AND/OR/NAND/NOR gates, Synthesized registers 8470, hold path depth 1, crit-path cells buf_2, buf_4, nor2b_1, a22oi_1, nand3_1, o311ai_0, a2111oi_4, buf_4, nand2_4, o21ai_4, nand2_1, clkdlybuf4s50_1, worst-path fanout max 34, max_cap viols 0, post-synth top area cell edfxtp_1, MI comb area 95400 µm², Std-Cell Rows 399, met1 WL 388100 µm, largest net degree at the start of global routing 117, clock skew 0.1542 ns, min cycle time layout 440.85 ns, Final Cell Area 407900 µm², Cell area leaders edfxtp_1, nand2_1, mux2i_1, Slew @ Worst Pin 1.223 ns, Core Box Area 1180000 µm²
[cell families after synthesis]
family | count (synthesis)
multiplexers | 1833
flip-flops | 8470
buffers and inverters | 2102
AND-OR/OR-AND | 5154
other | 1
XOR/XNOR | 26
AND/OR/NAND/NOR | 9005
adder cells (fa/ha/maj) | 5
[metal layers]
layer / up-vias / GRT usage, %
li1: 102900 / -
met1: 116800 / 22.06
met2: 19150 / 31.98
met3: 3834 / 22.57
met4: 230 / 13.10
met5: - / 5.921
[worst max-delay path: cells and delay by family]
family | cells | cell delay (ns)
buf+inv | 4 | 1.99
simple gates | 4 | 1.49
compound gates | 4 | 1.45
[final cells by class]
cell class                 count  area share [%]
sequential                  8470           62.27
multi-input combinational  16030           23.39
clock buffer                1023           5.399
tap                        15640           4.797
timing repair buffer        1463           2.952
clock inverter               501           1.009
antenna                      286          0.1754
inverter                      14         0.01350
[state kept, by name, indices dropped and copies added, names as in the netlist]
register	cells
cache	8192
tag	240
dout	32
low_pointer	4
jms	1
stall	1
[worst max path at each step]
stage	startpoint	to	slack, ns	depth (start not counted)
after global routing	addr[7]	fetch	648.58	12
after CTS	addr[7]	fetch	648.64	12
final	addr[7]	fetch	648.85	12
[power by group]
part           switching, mW  internal, mW  leakage (nW)  total [mW]
clock                  0.125         0.157          12.8       0.283
combinational         0.0786        0.0265          43.9       0.105
sequential          0.000361         0.360          76.1       0.360
total                  0.204         0.544           133       0.748
[through the flow]
stage | std cells | setup WS [ns] | utilization (%) | hold WS, ns
floorplan | 26600 | 651.01 | - | 0.5328
CTS | 43140 | 648.64 | 34.52 | 0.7742
detailed placement | 41610 | 648.67 | 32.30 | 0.7526
global placement | 41610 | 648.59 | 32.30 | 0.7272
finish | 43420 | 648.85 | 34.58 | 0.8227
global route | 43290 | 648.58 | 34.55 | 0.8009
[cell usage in the layout (no fill, tap or decap), types with 33 or more instances in the layout]
cell	instances
a211oi_1	318
a21oi_1	1373
a221o_1	165
a221oi_1	328
a22oi_1	444
a311oi_1	130
a31oi_1	1068
a32o_1	39
a32oi_1	193
and3_1	264
buf_12	46
buf_4	1279
bufinv_16	60
clkbuf_1	168
clkbuf_16	855
clkdlybuf4s50_1	102
clkinv_1	233
clkinv_2	147
dfxtp_1	33
diode_2	286
edfxtp_1	8437
mux2_2	519
mux2i_1	1260
mux4_2	42
nand2_1	5901
nand3_1	1890
nand4_1	102
nor2_1	275
nor2_4	266
nor3_1	89
nor4_1	77
o2111ai_1	167
o211ai_1	51
o21ai_0	249
o221ai_1	143
o22ai_1	292
No activity file was given, so power comes from the tool's default toggle rates.
